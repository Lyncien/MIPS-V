$ cat /design/flow/design.v
`timescale 1ns / 1ps
module IDEX(
    input clk,
	 input en,
	 input flush, 
	 input [31:0] PCPlus_in,
    input [31:0] RegRdout1_in,
	 input [31:0] RegRdout2_in,
	 input [31:0] IMMSignExtended_in,
	 input [31:0] IMMZeroExtended_in,
	 input [31:0] ShamtZeroExtended_in,
	 input [4:0] Rs_in,
	 input [4:0] Rt_in,
	 input [4:0] RegWtaddr_in,
	 output [31:0] PCPlus_out,
    output [31:0] RegRdout1_out,
	 output [31:0] RegRdout2_out,
	 output [31:0] IMMSignExtended_out,
	 output [31:0] IMMZeroExtended_out,
	 output [31:0] ShamtZeroExtended_out,
	 output [4:0] Rs_out,
	 output [4:0] Rt_out,
	 output [4:0] RegWtaddr_out,
	 input RegDst_in,
	 input ALUSrcASel_in,
	 input [1:0] ALUSrcBSel_in, 
	 input [4:0] ALUControl_in,
	 input DMemRead_in,
	 input DMemWrite_in,
	 input DMemtoReg_in,
	 input RegWrite_in,
	 output RegDst_out,
	 output ALUSrcASel_out,
	 output [1:0] ALUSrcBSel_out, 
	 output [4:0] ALUControl_out,
	 output DMemRead_out,
	 output DMemWrite_out,
	 output DMemtoReg_out,
	 output RegWrite_out
    );
	 dff dff1(clk,en,flush,PCPlus_in,PCPlus_out);
	 dff dff2(clk,en,flush,RegRdout1_in,RegRdout1_out);
	 dff dff3(clk,en,flush,RegRdout2_in,RegRdout2_out);
	 dff dff4(clk,en,flush,IMMSignExtended_in,IMMSignExtended_out);
	 dff dff5(clk,en,flush,IMMZeroExtended_in,IMMZeroExtended_out);
	 dff dff6(clk,en,flush,ShamtZeroExtended_in,ShamtZeroExtended_out);
	 dff #(5) dff7(clk,en,flush,Rs_in,Rs_out);
	 dff #(5) dff8(clk,en,flush,Rt_in,Rt_out);
	 dff #(5) dff9(clk,en,flush,RegWtaddr_in,RegWtaddr_out);
	 dff #(1) dff10(clk,en,flush,RegDst_in,RegDst_out);
	 dff #(1) dff11(clk,en,flush,ALUSrcASel_in,ALUSrcASel_out);
	 dff #(2) dff12(clk,en,flush,ALUSrcBSel_in,ALUSrcBSel_out);	 
	 dff #(5) dff13(clk,en,flush,ALUControl_in,ALUControl_out);	 
	 dff #(1) dff14(clk,en,flush,DMemRead_in,DMemRead_out);
	 dff #(1) dff15(clk,en,flush,DMemWrite_in,DMemWrite_out);
	 dff #(1) dff16(clk,en,flush,DMemtoReg_in,DMemtoReg_out);
	 dff #(1) dff17(clk,en,flush,RegWrite_in,RegWrite_out);	 
endmodule
`timescale 1ns / 1ps
module dff #(parameter WIDTH = 32) (  
    input clk,
	 input en,
	 input rst,
    input [WIDTH-1:0] datain,
    output reg [WIDTH-1:0] dataout
    );
	always@(posedge clk)
	begin
		if(rst)
			dataout <= 0;
		else if(en)
			dataout <= datain;
	end
endmodule
$ cat /design/flow/constraint.sdc
current_design IDEX

set clk_period 1.1
set clk_io_pct 0.2

create_clock -name clk0 -period $clk_period [get_ports {clk}]

set non_clock_inputs [all_inputs -no_clocks]
set_input_delay [expr $clk_period * $clk_io_pct] -clock clk0 $non_clock_inputs
set_output_delay [expr $clk_period * $clk_io_pct] -clock clk0 [all_outputs]
$ cat /design/flow/config.mk
export PLATFORM = sky130hd
export DESIGN_NAME = IDEX
export DESIGN_NICKNAME = IDEX
export VERILOG_FILES = /design/flow/design.v
export SDC_FILE = /design/flow/constraint.sdc
export NUM_CORES = 4
export LEC_CHECK = 1
export CORE_AREA = 10 10 222 222
export DIE_AREA = 0 0 232 232
$ cat /design/flow/run.sh
#!/bin/bash
# OpenROAD 26Q1-2900-gdf79404cd8, Yosys 0.63+post, stock flow scripts
make -C /OpenROAD-flow-scripts/flow DESIGN_CONFIG=/design/flow/config.mk WORK_HOME=/design/flow/orfs finish
==> results.txt <==
Physical design

The flow ran to the end, but the final reports show violations. The checks that failed: setup timing. The reported net switching power stands at roughly 4.5 mW.

The final worst clock skew stands at 0 ns. The timing report shows that the slowest cell on the worst path is sky130_fd_sc_hd__dfxtp_2. The worst-case headroom to the max-slew limit stands at 77.0%. The pin count of the biggest net entering global routing stands at 60. STA puts the critical path data required time at 0.88 ns. The length in cells of the worst reg-to-reg path stands at 3. The fraction of the core area occupied by cells at floorplan stands at between 15 and 20%. The antenna cell count stands at 0. The number of top-level design ports stands at 443. The first global-routing pass estimated 43.0 mm of wire.

The worst setup path is captured at an output pin. The depth of the CTS H-tree stands at 1. During synthesis, Yosys emitted a total of 4 warnings. The number of DRC violations after detailed routing stands at 0. The via count of the first global-routing pass stands at 7007.

The remaining antenna violation count after routing stands at 0. Port buffering added 442 buffers. The worst hold slack after final layout stands at ~0.15 ns.

In the global route stage, overall resource usage came out at roughly a tenth. The worst ir drop on vdd stands at 0.00124 V. The post-CTS clock slew at the launch and capture registers of the worst setup and hold paths stands at around 0.060 ns. The synthesized netlist has a Yosys-reported chip area of 8000 sq um. The total via count after detailed routing stands at 6611. The number of optimization iterations in the first detailed-route pass stands at 4. Setup repair after global routing could not meet its margin everywhere.

The register area share after synthesis stands at 55.1%. In the post-route analysis, the smallest setup slack over all paths is -0.0971 ns. The part of the power in combinational logic stands at around an eighth.

The die is 232 microns tall. The clock period minus final worst setup slack stands at roughly 1.2 ns. The arrival time at the worst endpoint stands at 0.98 ns. The later pin in the worst-skew pair is clocked with a latency of 0.52 ns.

The tree is rooted in a sky130_fd_sc_hd__clkbuf_16. The sequential power share stands at 43.5%. Among all stages on the critical path, the maximum delay recorded is 0.34 ns. Per the TritonCTS log, the buffer count is 26. The core footprint stands at 44300 sq um. The summed area of non-filler cells in the final layout stands at roughly 13000 sq um.

The floorplan has between 70 and 80 rows. In this run the cell area measured after placement is 13000 sq um. The number of clock sinks stands at around 220. Measured along the x axis, the die boundary spans 232 microns.

The iteration-0 DRC count of the detailed router stands at 202. The total number of warnings across the stage logs stands at 27. The last weighted congestion value of the routability-driven placer stands at 0.829. The hold violation count in the final report stands at 0.

The end-of-flow timing check tallies setup violations at 220. The average vias per placed instance stands at 3.69. Averaged over all synthesized cells, the footprint is 11.3 sq um. The report counts max-capacitance violations totalling 0.

Yosys stat counts 709 cells in the synthesized netlist. The post-route netlist has 44.2% of its cells at a drive strength greater than 1. Hold analysis lists the worst path endpoint as dff6.dataout[2]. The final timing summary puts the cycle share of the worst path at 109%. The post-synthesis instance area stands at about 8000 sq um.

The number of cells on the worst hold path is listed as 4. The die footprint stands at around 54000 sq um. For reference, the critical path cell chain is buf_2. Looking at the clock tree report, the maximum root-to-sink buffer count equals 3.

Timing would allow up to 0.835 GHz. Synthesis inferred 220 register bits. TritonCTS built the clock tree. The script computed the net switching share of total power as 22.1%. The total negative slack for setup checks stands at -16.25 ns. The leakage power of the design stands at around 6.3 nW.

The layout overhead on the synthesized area stands at 67.6%. In the power breakdown, the internal column shows 15.7 mW. The number of antenna violations at the first check in global routing was 0. The worst setup path is launched from a flip-flop. At the pin with the least slew margin, the transition time is 0.345 ns.

For the worst reg-to-reg path, the startpoint reported by OpenROAD is dff4.dataout[31]. The total count of max-transition violations in the final report stands at 0. Looking at hold timing, the worst path starts from en. The share of total power dissipated in the clock network is 43.5%.

The flow reported a cell area power density of 1510 nW/um^2. The gate count after technology mapping stands at 709. The wire-length estimate of the detail-placed layout is 21.8 mm. After detailed routing, the total wire length is roughly 29 mm. The tightest min-delay check is of the input port to flip-flop type.

The worst register-to-register path has a setup slack of about 0.36 ns. The setup path with the least slack is of type flip-flop to output pin. After synthesis, the netlist uses 7 different library cells. Looking at the critical path, the highest net fanout was 2. After global routing the overflow that remains totals 0. The endpoint identified for the worst register-to-register timing path is dff4.dataout[31]. The total buffers and inverters traversed by the critical path stands at 1. The detail-routed net length per standard cell stands at 16.1 microns. Broken down by cell family, the worst path's largest delay share belongs to flip-flops.
-- cell families (layout without fill, tap and decap cells) --
logic type | count (synthesis) | count (layout) | share of synthesized area [%]
AND/OR/NAND/NOR | 220 | 220 | 10.3
flip-flops | 220 | 220 | 55.1
multiplexers | 220 | 220 | 27.5
buffers and inverters | 49 | 538 | 7.09
-- how the worst max path moves through the flow --
stage / startpoint / to / depth (start not counted)
6_report: dff7.dataout[3] / Rs_out[3] / 1
5_1_grt: dff5.dataout[5] / IMMZeroExtended_out[5] / 1
4_1_cts: dff7.dataout[3] / Rs_out[3] / 1
-- metal layers --
layer | up-vias | GRT usage (%) | part of all wire, %
met5 | - | 0 | 0
met4 | 0 | 1.78 | 2.2
met3 | 29 | 6.58 | 16
met2 | 353 | 15.7 | 43
met1 | 2948 | 12.1 | 39
li1 | 3281 | - | -
-- stage by stage --
stage | instances | util, % | setup WS (ns) | power (mW)
global placement | 1731 | 29.4 | -0.0319 | 11.8
detailed placement | 1731 | 29.4 | -0.0173 | 11.8
floorplan | 709 | - | 0.102 | 9.82
finish | 1790 | 30.3 | -0.0971 | 20.2
global route | 1790 | 30.3 | -0.147 | 21.1
CTS | 1783 | 29.8 | -0.155 | 20.5
-- power by group through the flow --
| stage | clock [mW] | sequential (mW) | combinational, mW |
|---|---|---|---|
| after CTS | 9.14 | 8.77 | 2.62 |
| after global routing | 9.39 | 8.84 | 2.91 |
| final | 8.78 | 8.78 | 2.64 |
-- repair_timing --
action	in CTS	in global routing
setup buffers	7	7
endpoints found under the setup margin	220	220
hold endpoints to repair	3	0
pin swaps	0	0
cloned	0	0
resized	956	27
hold buffers	1	0
-- sequential cells by signal (all words and copies together) (netlist names), 2 cells and up --
signal and cells:
dff6.dataout 32, dff3.dataout 32, dff5.dataout 32, dff8.dataout 5, dff7.dataout 5, dff1.dataout 32
dff2.dataout 32, dff4.dataout 32, dff9.dataout 5, dff12.dataout 2, dff13.dataout 5
-- cell usage in the layout (no fill, tap or decap), drive strengths merged --
cell / netlist / layout
dfxtp: 220 / 220
clkbuf: 13 / 40
clkinv: 0 / 1
dlygate4sd3: 0 / 1
clkdlybuf4s50: 0 / 220
buf: 36 / 273
nor2: 220 / 220
bufinv: 0 / 3
mux2i: 220 / 220
-- Yosys cell counts --
library cell	number	share of area [%]
sky130_fd_sc_hd__buf_4	3	0.28
sky130_fd_sc_hd__dfxtp_1	220	55
sky130_fd_sc_hd__nor2_1	220	10
sky130_fd_sc_hd__buf_12	22	5.5
sky130_fd_sc_hd__buf_2	11	0.69
sky130_fd_sc_hd__clkbuf_1	13	0.61
sky130_fd_sc_hd__mux2i_1	220	28
-- cell type report --
cell class | instances | area [sq um]
Clock buffer | 40 | 774
Clock inverter | 4 | 95.1
Fill cell | 4553 | 30900
Multi-Input combinational cell | 440 | 3030
Sequential cell | 220 | 4680
Tap cell | 592 | 741
Timing Repair Buffer | 494 | 4090
Power is estimated from default activity; no workload was simulated.
